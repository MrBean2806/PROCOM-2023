## /design/flow/config.mk

```make
export PLATFORM = sky130hd
export DESIGN_NAME = count
export DESIGN_NICKNAME = count
export VERILOG_FILES = /design/flow/design.v
export SDC_FILE = /design/flow/constraint.sdc
export NUM_CORES = 4
export LEC_CHECK = 1
export CORE_AREA = 10 10 96 96
export DIE_AREA = 0 0 106 106
```

## /design/flow/constraint.sdc

```tcl
current_design count

set clk_period 2.7
set clk_io_pct 0.2

create_clock -name clk0 -period $clk_period [get_ports {clock}]

set non_clock_inputs [all_inputs -no_clocks]
set_input_delay [expr $clk_period * $clk_io_pct] -clock clk0 $non_clock_inputs
set_output_delay [expr $clk_period * $clk_io_pct] -clock clk0 [all_outputs]
```

## /design/flow/design.v

```verilog
module count 
#(
    parameter  NB_SW      = 3 ,
    parameter  NB_COUNTER = 32
)
(
    output                o_valid,  
    input [NB_SW - 1 : 0] i_sw   ,
    input                 i_reset,
    input                 clock
);
    localparam R0 = 2**(NB_COUNTER-10)-1;
    localparam R1 = 2**(NB_COUNTER-11)-1;
    localparam R2 = 2**(NB_COUNTER-12)-1;
    localparam R3 = 2**(NB_COUNTER-13)-1;
    reg  [NB_COUNTER  - 1 : 0] counter;
    reg                        valid;
    wire [NB_COUNTER  - 1 : 0] limit_counter;
    assign limit_counter =  (i_sw[2:1]==2'b00) ? R0 :
                            (i_sw[2:1]==2'b01) ? R1 : 
                            (i_sw[2:1]==2'b10) ? R2 : R3;
    always @(posedge clock) begin
        if(i_reset) begin
            counter <= {NB_COUNTER{1'b0}};  
            valid   <= 1'b0;
        end
        else if(i_sw[0]) begin 
            if(counter >= limit_counter) begin
                counter <= {NB_COUNTER{1'b0}};
                valid   <= 1'b1;
            end
            else begin
                counter <= counter + {{NB_COUNTER-1{1'b0}},1'b1};  
                valid   <= 1'b0;
            end
        end
        else begin
            counter <= counter;
            valid   <= valid;
        end
    end
    assign o_valid = valid;
endmodule
```

## /design/flow/run.sh

```bash
#!/bin/bash
# OpenROAD 26Q1-2900-gdf79404cd8, Yosys 0.63+post, stock flow scripts
make -C /OpenROAD-flow-scripts/flow DESIGN_CONFIG=/design/flow/config.mk WORK_HOME=/design/flow/orfs finish
```

==> metrics.cfg <==
[worst_hold_path]
hp-class=register to register
hp-start=valid
worst_hold_path.endpoint=valid
holdPathStages=2

[sta]
drv_slew=0
worst_pin_slew_ns=0.398
max_freq_mhz=416
setup_viol=0
clock_skew_ns=0.00621
relSlewSlack_pct=73.4
layout_setup_ws_ns=0.297
finalClockPeriodUsage_pct=89.0
timing.hold.ws_ns=0.501
rsz0062_at_grt=no
hold_viol_final=0
fin_crit_ns=2.40

[pwr]
peakVddDrop_mv=0.172
p_per_area_nw_per_um2=529
p_leak_nw=0.617
finalPower_mw=1.01

[setup_path]
ff2ff_path_depth=6
max_stage_delay_ns=0.47
crit_path_start_kind=primary input
critical_path.max_fanout=14
cp-end-kind=register
r2r-end=counter[7]
reg2reg_slack_ns=0.78
crit_family=simple AND/OR/NAND/NOR gates
crit_arrival_ns=2.61
crit_required_ns=2.91
crit_path_cell_trace=clkdlybuf4s50_1 > or2_2 > ha_1 > nor2b_1 > or3_1 > a211o_2 > a21oi_1
critPathKind=primary input to register
critical_path_buf_inv_count=1
reg2reg_from=counter[20]
slowest_stage=a211o_2

[clock_network]
clock_tree.root_cell=clkbuf_8
cts_resized=0
postCtsHoldBufs=0
clockBufferDepth=2
tritoncts=yes
cts_setup_buffers=0
clkLatencyLatePin_ns=0.28
path_clk_slew_ns=0.07
cts_buffers=5
ctsHtreeMaxLevel=2
cts_sinks=33

[global_routing]
grt_pass1_wl_mm=5.63
overflow=0
grt_max_degree=19
grt_antenna_before_repair=0
grt_pass1_vias=1197
track_usage_pct=5.84

[placed_design]
dpl.hpwl_mm=2.29
place_ws_ns=-0.00147
dp_cells=291
port_buffers=5
gp_congestion=0.791
place_area_um2=1790

[final_layout]
drive_gt1_share_pct=8.50
layout_top_cell=nor2_1
design_area_um2=1900
layout_top_cells=nor2_1, dfxtp_1, xnor2_1
syn2layout_area_growth_pct=17.0
layoutNonFillerInstCount=299

[yosys]
synth_seq_share_pct=40.6
edf_count=0
synth-seq-cells=33
ys_cells=191
aoi_share_pct=2.62
ys_sh_adder_pct=3.08
xor_area_share_pct=16.2
synth_warnings=1
synthFlopType=dfxtp_1
mux_share_pct=0.616
simple_gate_share_pct=33.3
ys_chip_area_um2=1630
synth-async-reset-ratio_pct=0
syn_area_um2=1630
synth_cells=191
logic_family=simple AND/OR/NAND/NOR gates
syn_area_per_cell_um2=8.51
synth.distinct_cells=29

[run]
warnings=25
maxCapViolCount=0

[detailed_routing]
drc=0
routed_wl_mm=3.21
vias=1298
post_drt_via_cell_ratio=4.34
drt-pass1-iter-count=4
antenna_left=0
wl_per_cell_um=10.7
drt_iter0_drc=47
n_antenna_cell=0

[floorplanning]
die_area_um2=11200
die_w_um=106
core_area_um2=7210
floorplan.core_util_pct=22.5
ios=6
die-height_um=106
rows=31

[run_status]
status=finished, final reports clean

power by group:
| group | switching (mW) | total (mW) | internal [mW] | leakage [nW] |
|---|---|---|---|---|
| Combinational | 0.0170 | 0.0333 | 0.0164 | 0.293 |
| Sequential | 0.00445 | 0.495 | 0.491 | 0.266 |
| Clock | 0.176 | 0.477 | 0.301 | 0.0585 |
final cells by class:
cell class                 count  area [µm²]
tap                           99         124
fill                         775        5310
clock inverter                 1        30.0
inverter                       2        7.51
sequential                    33         661
multi-input combinational    147         906
timing repair buffer          10        87.6
clock buffer                   7        86.3
metal layers:
layer / part of all wire [%] / up-vias / track usage, %
li1: - / 684 / -
met2: 43 / 11 / 8.48
met4: 1.3 / 0 / 0.870
met3: 3.5 / 5 / 1.71
met5: 0 / - / 0
met1: 52 / 598 / 8.57
registers in the layout (all words and copies together), names as in the netlist:
signal	cells
valid	1
counter	32
Yosys cell counts (2+ instances only):
library cell | count | area [µm²]
buf_2 | 2 | 10.0
a21oi_1 | 2 | 10.0
and3_1 | 3 | 18.8
inv_1 | 2 | 7.51
xor2_1 | 9 | 78.8
xnor2_1 | 21 | 184
and4_1 | 5 | 43.8
nor4_1 | 8 | 50.1
buf_6 | 2 | 22.5
nand2_1 | 12 | 45.0
nor3_1 | 10 | 50.1
dfxtp_1 | 33 | 661
clkbuf_1 | 5 | 18.8
nand4_1 | 11 | 68.8
ha_1 | 4 | 50.1
nor2_1 | 36 | 135
or3_1 | 2 | 12.5
nand3_1 | 13 | 65.1
cell families (layout without fill, tap and decap cells):
kind of cell,Yosys count,in the layout
DFF,33,33
AOI/OAI and AO/OA,6,6
adders and majority gates,4,4
buffers and inverters,11,20
muxes,1,1
and+or+nand+nor,106,106
xor gates and xnor gates,30,30
metrics by stage:
stage | TNS [ns] | utilization [%]
2_1_floorplan | 0 | -
6_report | 0 | 26.4
3_3_place_gp | 0 | 24.7
4_1_cts | 0 | 26.4
5_1_grt | 0 | 26.4
3_5_place_dp | -0.00147 | 24.7
worst register-to-register path: cells and delay by family (launching register included):
kind,cells,cell delay [ns]
AND-OR/OR-AND,3,0.75
adder cells (fa/ha/maj),1,0.28
flip-flops,1,0.44
AND/OR/NAND/NOR,2,0.39
worst max-delay path by stage:
stage | slack (ns) | to | start | cells past startpoint
finish | 0.30 | counter[7] | i_sw[2] | 7
global route | 0.23 | counter[7] | i_sw[2] | 7
CTS | 0.30 | counter[7] | i_sw[2] | 7
No activity file was given, so power comes from the tool's default toggle rates.

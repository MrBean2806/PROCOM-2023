--- config.mk ---
export PLATFORM = sky130hd
export DESIGN_NAME = top_microblaze
export DESIGN_NICKNAME = top_microblaze
export VERILOG_FILES = /design/flow/design.v
export SDC_FILE = /design/flow/constraint.sdc
export NUM_CORES = 4
export LEC_CHECK = 1
export CORE_AREA = 10 10 70 70
export DIE_AREA = 0 0 80 80
--- constraint.sdc ---
current_design top_microblaze

set clk_period 2.3
set clk_io_pct 0.2

create_clock -name clk0 -period $clk_period [get_ports {clock}]

set non_clock_inputs [all_inputs -no_clocks]
set_input_delay [expr $clk_period * $clk_io_pct] -clock clk0 $non_clock_inputs
set_output_delay [expr $clk_period * $clk_io_pct] -clock clk0 [all_outputs]
--- design.v ---
`timescale 1ns / 1ps
module top_microblaze
    (
        input           	 clock,
        input 	[3:0]        i_sw,
        input                i_reset,
        output 	[3:0]        o_led,
        output          	 uart_rxd_out,
        input           	 uart_txd_in 
    );
        reg [3:0] copydata;
        reg       uart_txd_in_d;
        always@(posedge clock) begin
            if(!i_reset) begin
                uart_txd_in_d <= 1'b0;
                copydata      <= {4{1'b0}};
            end
            else if(i_sw[0]) begin
                uart_txd_in_d <= uart_txd_in;
                if(uart_txd_in_d!=uart_txd_in && i_sw[1])
                    copydata <= {copydata[2:0],uart_txd_in};
                else if(i_sw[2] && i_sw[3])
                    copydata <= {4{1'b1}};
                else
                    copydata <= copydata;
            end
            else begin
                uart_txd_in_d <= uart_txd_in_d;
                copydata      <= copydata;
            end
        end
        assign uart_rxd_out  = uart_txd_in_d;
        assign o_led         = copydata;
endmodule
--- run.sh ---
#!/bin/bash
# OpenROAD 26Q1-2900-gdf79404cd8, Yosys 0.63+post, stock flow scripts
make -C /OpenROAD-flow-scripts/flow DESIGN_CONFIG=/design/flow/config.mk WORK_HOME=/design/flow/orfs finish
==> deck_impl_summary.md <==
Synthesis and Place & Route Summary

Clock network
  • Clock sinks: 5
  • Clock Tree Buf Depth: 2
  • Number of post-CTS setup repair buffers: 0
  • CTS H-tree lvls: 1
  • Hold-fix buffers, CTS: 0
  • Clock Latency Late Sink: between 0.2 and 0.3 ns
  • CTS tree: done
  • Clock transition at the registers of the reported paths: approximately 0.050 ns
  • CTS buffer count: 3
  • Post-CTS sizing: 0
  • Clock root buffer: clkbuf_4

GRT
  • Vias in the first global route: about 250
  • First-pass GRT wire length: around 1.2 mm
  • GRT Overall Usage: 2.36%
  • Largest net degree at the start of global routing: 6
  • Initial antenna violation count: 0
  • Congestion Overflow GR: 0

Logic synthesis
  • Total number of yosys warnings: 1
  • Sequential area share after synthesis: 46.5%
  • Synthesis area per yosys: roughly 220 µm²
  • Most common cell in the synthesized netlist: dfxtp_1
  • Cell area after synthesis: 215 µm²
  • Syn avg cell area: approximately 9.0 µm²
  • Top-area cell share: between 40 and 50%
  • Post-synth EDFFs: 0
  • Post-synth top area cell: dfxtp_1
  • Synth top cells by count: dfxtp_1 (5), a21oi_1 (4), nor2_1 (4)
  • Ys flop type: dfxtp_1
  • Synth top area cells: dfxtp_1 (47%), o31ai_1 (10%), a21oi_1 (9.3%)
  • Post-synth cell types: 12
  • Yosys reg bits: 5
  • # Cells Yosys: 24
  • Synth Instances: 24
  • Async SR Flop Fraction: 0%

Setup path
  • Slowest stage cell, crit path: clkdlybuf4s50_1
  • Worst Setup Path Type: flop to primary output
  • CP max FO: 4
  • Crit start category: flop
  • CP Cell Sequence: clkdlybuf4s50_1
  • Family with the most delay on the worst path: buffers and inverters
  • Bufs and invs on worst path: 1
  • Worst setup EP type: primary output
  • WP data arrival: approximately 1.1 ns
  • Slowest stage delay, CP: 0.50 ns
  • Crit path DRT: roughly 1.8 ns

Place
  • Dpl cell area: approximately 380 µm²
  • Pre-CTS setup slack: 0.681 ns
  • Dpl hpwl: about 550 µm
  • PortBufs: 11
  • Routability cong.: around 0.65

Pwr
  • P per Cell Area: between 600 and 700 nW/µm²
  • Flop pwr share: 39.8%
  • Sw frac: between 20% and 30%
  • VDD IR max: between 200 and 300 µV
  • P_sw: around 63 µW
  • Gate power share: 17.4%
  • Internal power: 190 µW
  • Leakage: around 0.00014 µW
  • Clock power share: a little over two fifths

STA
  • Max-slew headroom: between 70% and 80%
  • Fmax: ~0.63 GHz
  • Setup-failing EPs final: 0
  • Tmin final: 1.58 ns
  • Final WS setup: about 0.72 ns
  • Setup TNS: 0 ns
  • Fin. Hold Viols: 0
  • Clock skew: roughly 0.0017 ns
  • Slew @ Worst Pin: 0.329 ns
  • Pins Over Slew Limit: 0
  • Unrepaired setup endpoints after global routing: false
  • Final critical-path share of the clock period: 68.8%

Hold path
  • Worst Hold Class: flop to flop

Detailed routing
  • N_diodes: 0
  • WL per Instance: roughly 7.9 µm
  • Routed vias/inst: ~2.8
  • Via count: 235
  • Antenna-violating nets left: 0
  • Final WL: ~670 µm
  • 1st-pass router iterations: 2
  • Detailed Route Iter0 Violations: 2
  • Post-route DRC: 0

Job
  • Max_cap viols: 0
  • Log Warnings: 25

Floorplanning
  • Die height: 80 µm
  • Fp_density: around 6.3%
  • Core area: 3420 µm²
  • Site Rows: 21
  • Chip width: roughly 80 µm
  • Chip footprint: roughly 6400 µm²
  • Number of I/O pins: 12

Layout
  • Logic area: approximately 120 µm²
  • Storage element area: roughly 100 µm²
  • Final Util: a little under an eighth
  • Syn-to-layout area delta: 90.1%
  • Finished Cell Area: between 400 and 500 µm²
  • Total of fill cells in the finished design: ~400
  • Share of cells above drive strength 1: 12.8%

Outcome
  • Outcome: complete, no violations
[layout make-up]
cell class	instances	area share, %
flip-flops and latches	5	24.5
clock buffers	4	6.42
well taps	46	14.1
multi-input cells	19	28.1
repair buffers	11	26.9
[power groups by stage]
stage     Clock (µW)  Combinational (µW)  Sequential, µW
4_1_cts          111                44.8             100
5_1_grt          123                49.5             101
6_report         108                44.0             101
[state kept, by name, summed over array words and instances (netlist names)]
register and cells:
copydata 4, uart_txd_in_d 1
[per-stage QoR]
stage	total power [µW]	instances	hold slack, ns
2_1_floorplan	116	24	0.468
3_3_place_gp	145	81	0.509
3_5_place_dp	146	81	0.512
4_1_cts	257	85	0.519
5_1_grt	274	85	0.555
6_report	253	85	0.521
[final timing paths]
check                              startpoint           end  slack, ns  depth (start not counted)
worst max register to register  uart_txd_in_d   copydata[2]       1.27                          3
worst max-delay path            uart_txd_in_d  uart_rxd_out       0.72                          1
worst min-delay path              copydata[3]   copydata[3]       0.52                          2
worst min register to register    copydata[3]   copydata[3]       0.52                          2
[cell usage in the layout (no fill, tap or decap)]
cell type / n
o21ai_0: 1
nand2_1: 1
o31ai_1: 3
clkdlybuf4s50_1: 11
or2b_2: 1
xnor2_1: 1
nor2b_1: 1
clkbuf_1: 1
a21oi_1: 4
clkbuf_4: 3
nor2_1: 4
or2_4: 1
and3_1: 1
dfxtp_1: 5
mux2i_1: 1
[routing by layer]
metal	vias to the layer above	global-route usage (%)	wire length, µm
met2	15	2.33	156
met3	0	2.61	117
met5	-	0	0
met4	0	0.176	0
li1	116	-	-
met1	104	3.26	399
[logic make-up after synthesis]
kind of cell     count (synthesis)  synth area share, %
multiplexers                     1                 4.65
flip-flops                       5                 46.5
XOR/XNOR                         1                 4.07
AND/OR/NAND/NOR                  9                 22.7
AND-OR/OR-AND                    8                 22.1
No activity file was given, so power comes from the tool's default toggle rates.

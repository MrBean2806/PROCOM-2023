--- flow/design.v ---
module flash
#(
    parameter  NB_LEDS = 4
)
(
    output [NB_LEDS - 1 : 0]    o_led  ,
    input                       i_reset,
    input                       i_enable,
    input                       clock
);
    reg [NB_LEDS - 1 : 0] shiftregister;
    always @(posedge clock or negedge i_reset) begin
        if(!i_reset) begin
            shiftregister <= {NB_LEDS{1'b1}}; 
        end
        else if (i_enable) begin
            shiftregister <= ~shiftregister;            
        end
    end
    assign o_led = shiftregister;
endmodule
module shiftreg
#(
    parameter  NB_LEDS = 4
)
(
    output [NB_LEDS - 1 : 0]    o_led  ,
    input                       i_reset,
    input                       i_enable,
    input                       i_shift_dir,
    input                       clock
);
    reg [NB_LEDS - 1 : 0] shiftregister;
    always @(posedge clock or negedge i_reset) begin
        if(!i_reset) begin
            shiftregister <= {{NB_LEDS-1{1'b0}},1'b1};   
        end
        else if (i_enable) begin
            if(i_shift_dir)      
                shiftregister <= {shiftregister[NB_LEDS-2:0],shiftregister[NB_LEDS-1]};            
            else                 
                shiftregister <= {shiftregister[0],shiftregister[NB_LEDS-1:1]};            
        end
        else begin
            shiftregister <= shiftregister;
        end
    end
    assign o_led = shiftregister;
endmodule
module top
#(
  parameter N_LEDS    = 4    ,
  parameter NB_SEL    = 2    ,
  parameter NB_COUNT  = 32  ,
  parameter NB_SW     = 4
  )
 (
  output [N_LEDS - 1 : 0] o_led   ,
  output [N_LEDS - 1 : 0] o_led_r ,
  output [N_LEDS - 1 : 0] o_led_b ,
  output [N_LEDS - 1 : 0] o_led_g ,
  input  [NB_SW  - 1 : 0] i_btn   ,  
  input  [NB_SW  - 1 : 0] i_sw    ,
  input                   i_reset ,
  input                   clock
  );
localparam R0 = (2**(NB_COUNT-10))-1 ;
localparam R1 = (2**(NB_COUNT-9))-1  ;
localparam R2 = (2**(NB_COUNT-8))-1  ;
localparam R3 = (2**(NB_COUNT-7))-1  ;
localparam SEL0 = 2'h0;
localparam SEL1 = 2'h1;
localparam SEL2 = 2'h2;
localparam SEL3 = 2'h3;
localparam COLOR_R = 3'b001;
localparam COLOR_G = 3'b010;
localparam COLOR_B = 3'b100;
localparam MODE_FS = 1'b0;
localparam MODE_SR = 1'b1;
reg [NB_COUNT-1 : 0] counter;
reg [2 : 0] color_sel;       
reg mode_sel;
wire shift_en;
wire [NB_COUNT-1 : 0] counter_limit;
wire [N_LEDS-1 : 0] o_led_from_SR;
wire [N_LEDS-1 : 0] o_led_from_Flash;
wire [N_LEDS-1 : 0] o_led_from_mux;
reg [NB_SW - 1 : 0] i_btn_state;
reg [NB_SW - 1 : 0] i_btn_last_state;
    always @ (posedge clock or negedge i_reset) begin
        if(!i_reset) 
            i_btn_last_state <= {NB_SW{1'b0}};
        else 
            i_btn_last_state <= i_btn;
    end
    always @ (posedge clock or negedge i_reset) begin
        if(!i_reset)
            mode_sel <= MODE_SR;
        else if((i_btn[0] == 1'b1) && (i_btn_last_state[0] == 1'b0))
            mode_sel <= ~mode_sel;
    end
    always @ (posedge clock or negedge i_reset) begin
        if(!i_reset) 
            color_sel <= COLOR_R;
        else if((i_btn[1] == 1'b1) && (i_btn_last_state[1] == 1'b0))
            color_sel <= COLOR_R;
        else if((i_btn[2] == 1'b1) && (i_btn_last_state[2] == 1'b0))
            color_sel <= COLOR_G;
        else if((i_btn[3] == 1'b1) && (i_btn_last_state[3] == 1'b0))
            color_sel <= COLOR_B;
    end
    always @ (posedge clock or negedge i_reset) begin
        if(!i_reset) begin
            counter <= {NB_COUNT{1'b0}};
        end
        else if(i_sw[0]) begin
            if(counter >= counter_limit)
                counter <= {NB_COUNT{1'b0}};
            else
                counter <= counter + {{NB_COUNT-1{1'b0}},{1'b1}};
        end
        else begin
            counter <= counter;
        end
    end
    assign counter_limit =  (i_sw[(NB_SW-1)-1 -: NB_SEL]==SEL0) ? R0 :
                            (i_sw[(NB_SW-1)-1 -: NB_SEL]==SEL1) ? R1 :
                            (i_sw[(NB_SW-1)-1 -: NB_SEL]==SEL2) ? R2 : R3;
    assign shift_en = (counter >= counter_limit);
    shiftreg 
        #(.NB_LEDS (N_LEDS))
    u_shiftreg (
        .o_led(o_led_from_SR),
        .i_reset(i_reset),
        .i_enable(shift_en),
        .i_shift_dir(i_sw[3]),
        .clock(clock)
        );
    flash
        #(.NB_LEDS(N_LEDS))
    u_flash (
        .o_led(o_led_from_Flash),
        .i_reset(i_reset),
        .i_enable(shift_en),
        .clock(clock)
    );
    assign o_led_from_mux = (mode_sel) ? o_led_from_SR : o_led_from_Flash;
    assign o_led_r = (color_sel[0]) ? o_led_from_mux : {N_LEDS{1'b0}};
    assign o_led_g = (color_sel[1]) ? o_led_from_mux : {N_LEDS{1'b0}};
    assign o_led_b = (color_sel[2]) ? o_led_from_mux : {N_LEDS{1'b0}};
    assign o_led = {color_sel, mode_sel};
endmodule
--- flow/run.sh ---
#!/bin/bash
# OpenROAD 26Q1-2900-gdf79404cd8, Yosys 0.63+post, stock flow scripts
make -C /OpenROAD-flow-scripts/flow DESIGN_CONFIG=/design/flow/config.mk WORK_HOME=/design/flow/orfs finish
--- flow/config.mk ---
export PLATFORM = sky130hd
export DESIGN_NAME = top
export DESIGN_NICKNAME = top
export VERILOG_FILES = /design/flow/design.v
export SDC_FILE = /design/flow/constraint.sdc
export NUM_CORES = 4
export LEC_CHECK = 1
export CORE_UTILIZATION = 50
--- flow/constraint.sdc ---
current_design top

set clk_period 4.5
set clk_io_pct 0.2

create_clock -name clk0 -period $clk_period [get_ports {clock}]

set non_clock_inputs [all_inputs -no_clocks]
set_input_delay [expr $clk_period * $clk_io_pct] -clock clk0 $non_clock_inputs
set_output_delay [expr $clk_period * $clk_io_pct] -clock clk0 [all_outputs]
==> deck_impl_summary.md <==
Physical Implementation Snapshot

Setup path
  • Slowest stage delay, CP: 0.53 ns
  • CP delay by family, top: AND-OR/OR-AND gates
  • CP Max Fanout: 27
  • CP required: 4.72 ns
  • CP max stage cell: a41oi_4
  • Crit. End Element: register
  • Buf/Inv on CP: 3
  • Kind of critical path: input port to register
  • CP arrival: 3.04 ns
  • Startpoint Class: input port
  • Worst-path cell chain: clkdlybuf4s50_1 -> inv_1 -> ha_1 -> a21oi_1 -> o211ai_1 -> a41oi_4 -> nor2b_1 -> buf_4 -> nor2_1

Layout
  • Share of layout cells above drive strength 1: 10.4%
  • Layout Cells excl Fill: 345
  • Final instance area: 0.00287 mm^2
  • Area Growth Syn to Fin: 14.9%

Floorplanning
  • Total core area: 0.00475 mm^2
  • Die ar.: 0.00529 mm^2
  • FP Util: 52.6%
  • Die width: 72.7 um
  • FP Rows: 25
  • Top-Level Pins: 26
  • DIE HEIGHT: 72.7 um

Yosys
  • Largest logic family: simple AND/OR/NAND/NOR gates
  • Most numerous cell in the Yosys netlist: dfrtp_1
  • Ys flop type: dfrtp_1
  • Syn Area/Cell: 9.93 um^2
  • Top-area cell share: 41.0%
  • Aoi/oai-family share of the synthesized area: 6.20%
  • Post-synth top area cell: dfrtp_1
  • Adder Area Share: 2.00%
  • Mux share: 3.60%
  • Biggest area cells: dfrtp_1 (41%), dfstp_2 (7.4%), xnor2_1 (5.9%)
  • Synth warn: 3
  • EDFF count, synth: 0
  • Commonest cells post-synth: dfrtp_1 (41), nor2_1 (39), xnor2_1 (17), nand2_1 (15), nand3_1 (14)
  • Seq/Total Area, Yosys: 48.4%
  • # Cells Yosys: 252
  • Distinct lib cells: 39
  • Basic Gates by Area: 26.9%
  • Post-synth area from yosys stat: 0.00250 mm^2
  • Synth flops: 48
  • Synth Area in XOR/XNOR: 8.75%
  • Gate count of the mapped netlist: 252
  • Post-synth ARST share: 100%
  • Synthesized area: 0.00250 mm^2

Clock tree
  • CTS tree: done
  • CTS buffer count: 5
  • # Post-CTS Setup Buffers: 0
  • H-tree levels: 2
  • Clock transition at path regs: 0.09 ns
  • CTS Sinks: 48
  • Clk latency of the worst-skew pair: 0.30 ns
  • Hold_buf cts: 0
  • CTS root buf: clkbuf_8
  • Worst-case clock buffer depth: 2
  • Post-CTS sizing: 0

GRT
  • Largest net degree at the start of global routing: 49
  • Number of antenna violations at the first check in global routing: 0
  • Vias in the first global route: 1674
  • GRT overflow: 0
  • GRT Resource Usage Total: 20.7%
  • First-pass GRT wire length: 8160 um

Timing
  • Setup violations, final: 0
  • Hold Fails Final Rpt: 0
  • Crit path time final: 2.82 ns
  • Relative slew margins: 59.2%
  • Total Neg Setup Slack: 0 ns
  • Unrepaired setup endpoints after global routing: no
  • Final Cycle Share: 62.7%
  • Least-Margin Pin Slew: 0.609 ns
  • Max-slew violations: 0
  • Fmax: 354 MHz
  • Setup Skew: 0.0110 ns

Placed design
  • Final Wtd Congestion: 0.825
  • Post-DP HPWL: 3260 um
  • Port Buffers: 25
  • Placed inst area: 0.00278 mm^2
  • Placed Instances: 337

Routing
  • DRT Wirelength: 4660 um
  • Initial DRC Count: 141
  • Routed via count: 1797
  • Residual DRC: 0
  • WL/cell: 13.5 um
  • Vias per std cell: 5.21
  • N_diodes: 0
  • Final ANT Viol Nets: 0
  • Pre-antenna DRT Iters: 4

Hold path
  • Worst min path class: register to register

Run status
  • Outcome: complete, no violations

Power
  • Power per cell area: 356 mW/mm^2
  • Max VDD drop: 0.215 mV
  • LEAKAGE: 1.24 nW

Run
  • Number of logged tool warnings: 26
  • Total of max-cap violations: 0
-- cell usage in the layout (no fill, tap or decap), types with 2 or more instances in the layout --
master,count
a21oi_1,6
a31oi_1,3
and3_1,8
and3_4,2
buf_4,2
clkbuf_8,6
clkdlybuf4s50_1,24
clkinv_2,2
dfrtp_1,41
dfstp_2,7
ha_1,4
inv_1,11
mux2i_1,9
nand2_1,15
nand2b_1,4
nand3_1,14
nand4_1,9
nor2_1,39
nor2b_1,11
nor3_1,4
nor3_2,3
nor3_4,2
nor4_1,5
o21ai_0,7
or3_1,3
xnor2_1,17
xor2_1,8
-- kinds of logic (layout without fill, tap and decap cells) --
group	after synthesis	after routing
and+or+nand+nor	124	124
DFF	48	48
xor gates and xnor gates	25	25
AOI/OAI and AO/OA	22	22
buffers and inverters	20	46
muxes	9	9
adders and majority gates	4	4
-- where the power goes --
part | internal (mW) | total, mW | switching (mW)
logic | 0.120 | 0.208 | 0.0882
registers | 0.498 | 0.554 | 0.0554
clock network | 0.123 | 0.262 | 0.139
total | 0.741 | 1.02 | 0.282
-- per-layer routing --
| layer | up-vias | wire length [um] | global-route usage (%) |
|---|---|---|---|
| met3 | 6 | 194 | 3.08 |
| met4 | 0 | 55 | 1.96 |
| met1 | 841 | 2480 | 38.6 |
| met2 | 39 | 1930 | 27.6 |
| met5 | - | 0 | 0 |
| li1 | 911 | - | - |
-- worst paths after layout --
path / start / to / slack, ns / cells past startpoint
max: i_sw[2] / counter[6] / 1.68 / 9
min: u_flash.shiftregister[2] / u_flash.shiftregister[2] / 0.49 / 1
max reg2reg: counter[23] / counter[6] / 2.32 / 7
min reg2reg: u_flash.shiftregister[2] / u_flash.shiftregister[2] / 0.49 / 1
max in group asynchronous: i_reset / counter[0] / 3.39 / 2
min in group asynchronous: i_reset / counter[23] / 0.68 / 2
-- cell type report --
class	instances	area [um^2]
flip-flops and latches	48	1210
clock inverters	2	10.0
repair buffers	27	260
inverters	11	41.3
well taps	67	83.8
multi-input cells	184	1190
fillers	412	1880
clock buffers	6	82.6
-- flip-flops by register name, indices dropped and copies added (netlist names) --
signal / flops
color_sel: 3
u_flash.shiftregister: 4
u_shiftreg.shiftregister: 4
i_btn_last_state: 4
counter: 32
mode_sel: 1
-- per-stage QoR --
step / worst slack [ns] / utilization (%) / total power, mW / hold slack, ns
2_1_floorplan: 2.24 / - / 0.677 / 0.460
3_3_place_gp: 1.38 / 58.5 / 0.774 / 0.478
3_5_place_dp: 1.35 / 58.5 / 0.774 / 0.479
4_1_cts: 1.66 / 60.4 / 1.04 / 0.495
5_1_grt: 1.45 / 60.4 / 1.09 / 0.509
6_report: 1.68 / 60.4 / 1.02 / 0.493
Power and IR drop assume default switching activity.
